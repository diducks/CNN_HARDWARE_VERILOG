$ cat design/flow/run.sh
#!/bin/bash
# OpenROAD 26Q1-2900-gdf79404cd8, Yosys 0.63+post, stock flow scripts
make -C /OpenROAD-flow-scripts/flow DESIGN_CONFIG=/design/flow/config.mk WORK_HOME=/design/flow/orfs finish
$ cat design/flow/design.v
module D_FF #(parameter WIDTH = 16 )(CLK,RST,IN,Q,E);
input CLK,RST,E;
input [WIDTH-1:0] IN;
output reg [WIDTH-1:0] Q;
always @(posedge CLK or negedge RST) begin
	if	(!RST)	
		Q<=0;
	else if(E==1'b1)
		Q <= IN;
	else Q<=Q;
end
endmodule
module LINE_BUFFER #(parameter DATA_WIDTH = 16,  parameter IMG_WIDTH = 28) (CLK,RST,IN,OUT,E);
input CLK,RST,E;
input [DATA_WIDTH-1:0] IN;
output [DATA_WIDTH-1:0] OUT;
wire [DATA_WIDTH-1:0] tmp [0:IMG_WIDTH-1];
assign OUT = tmp[IMG_WIDTH-1];
genvar i;
generate
	for (i = 0; i < IMG_WIDTH; i=i+1) begin: DFF
		if(i==0) D_FF#(DATA_WIDTH) D_FF_INS(.CLK(CLK),
														.RST(RST),
														.IN(IN),
														.Q(tmp[i]), 
														.E(E) );
		else 		 D_FF#(DATA_WIDTH) D_FF_INS(.CLK(CLK),
														.RST(RST),
														.IN(tmp[i-1]),
														.Q(tmp[i]),
														.E(E) );
	end
	endgenerate
endmodule
module delay_clock #(parameter DATA_WIDTH = 8,	parameter N_CLOCKs = 12)(CLK,RST,E,IN,out);  
	input CLK,RST,E;
	input [DATA_WIDTH-1:0] IN;
	output [DATA_WIDTH-1:0] out;
	wire [DATA_WIDTH-1:0] tmp [0 : N_CLOCKs-1];
	assign out = tmp[N_CLOCKs-1];
genvar i;
generate
	for (i = 0; i < N_CLOCKs; i=i+1) begin: DFF
		if(i==0) D_FF#(DATA_WIDTH) D_FF_INS(.CLK(CLK),
														.RST(RST),
														.IN(IN),
														.Q(tmp[i]), 
														.E(E) );
		else 		 D_FF#(DATA_WIDTH) D_FF_INS(.CLK(CLK),
														.RST(RST),
														.IN(tmp[i-1]),
														.Q(tmp[i]),
														.E(E) );
	end
	endgenerate
endmodule
module delay_valid #(parameter N_CLOCKs = 12) (clk,resetn,valid_in,valid_out);
	input clk;
	input resetn;
	input valid_in;
	output valid_out;
    wire out_valid;
    delay_clock #(.DATA_WIDTH(1),.N_CLOCKs(N_CLOCKs)) valid_inst(clk,resetn,valid_in,valid_in,out_valid);
    assign valid_out = out_valid& valid_in;
endmodule
module double_line_buffer 	#(	parameter DATA_WIDTH = 16,parameter IMG_WIDTH = 28 )(CLK,RST,data_in,w1,w2,w3,w4,w5,w6,w7,w8,w9,data_valid_in,valid_out);
input CLK,RST,data_valid_in;
input [DATA_WIDTH-1:0] data_in;
output [DATA_WIDTH-1:0] w1;
output [DATA_WIDTH-1:0] w2;
output [DATA_WIDTH-1:0] w3;
output [DATA_WIDTH-1:0] w4;
output [DATA_WIDTH-1:0] w5;
output [DATA_WIDTH-1:0] w6;
output [DATA_WIDTH-1:0] w7; 
output [DATA_WIDTH-1:0] w8;
output [DATA_WIDTH-1:0] w9;
output valid_out;
LINE_BUFFER #(DATA_WIDTH,IMG_WIDTH ) LB1(.CLK(CLK),
																.RST(RST),
																.IN(w9),
																.OUT(w6),
																.E(data_valid_in));
 LINE_BUFFER #(DATA_WIDTH,IMG_WIDTH ) LB2(.CLK(CLK),
																.RST(RST),
																.IN(w6),
																.OUT(w3),
																.E(data_valid_in));
D_FF #(DATA_WIDTH )DFF1 (	.CLK(CLK),
									.RST(RST),
									.IN(w9),
									.Q(w8),
									.E(data_valid_in));
D_FF #(DATA_WIDTH )DFF2 (	.CLK(CLK),
									.RST(RST),
									.IN(w8),
									.Q(w7),
									.E(data_valid_in));
D_FF #(DATA_WIDTH )DFF3 (	.CLK(CLK),
									.RST(RST),
									.IN(w6),
									.Q(w5),
									.E(data_valid_in));
D_FF #(DATA_WIDTH )DFF4 (	.CLK(CLK),
									.RST(RST),
									.IN(w5),
									.Q(w4),
									.E(data_valid_in));
D_FF #(DATA_WIDTH )DFF5 (	.CLK(CLK),
									.RST(RST),
									.IN(w3),
									.Q(w2),
									.E(data_valid_in));	
D_FF #(DATA_WIDTH )DFF6 (	.CLK(CLK),
									.RST(RST),
									.IN(w2),
									.Q(w1),
									.E(data_valid_in));	
D_FF #(DATA_WIDTH )DFF7 (	.CLK(CLK),
									.RST(RST),
									.IN(data_in),
									.Q(w9),
									.E(data_valid_in));	
delay_valid #(.N_CLOCKs(IMG_WIDTH+1)) valid_ins(CLK,RST,data_valid_in,valid_out);
			endmodule 						
$ cat design/flow/config.mk
export PLATFORM = sky130hd
export DESIGN_NAME = double_line_buffer
export DESIGN_NICKNAME = double_line_buffer
export VERILOG_FILES = /design/flow/design.v
export SDC_FILE = /design/flow/constraint.sdc
export NUM_CORES = 4
export LEC_CHECK = 1
export CORE_UTILIZATION = 50
$ cat design/flow/constraint.sdc
current_design double_line_buffer

set clk_period 1.2
set clk_io_pct 0.2

create_clock -name clk0 -period $clk_period [get_ports {CLK}]

set non_clock_inputs [all_inputs -no_clocks]
set_input_delay [expr $clk_period * $clk_io_pct] -clock clk0 $non_clock_inputs
set_output_delay [expr $clk_period * $clk_io_pct] -clock clk0 [all_outputs]
==> impl_metrics.json <==
{
  "share_seq_of_total_power": 0.512,
  "total_leakage_power_nw": 21.2,
  "grt_pass1_vias": 18600,
  "chipArea_sq_um": 74000,
  "clock_latency_ns": 0.62,
  "place_congestion": 0.786,
  "status": "complete, but fails checks",
  "worstSetupStartpointType": "register",
  "avgRoutedWirePerCell_um": 16.1,
  "synth_cell_type_count": 6,
  "rows": 98,
  "critPathBufInv": 1,
  "yosys_area_sq_um": 36400,
  "synth.avg_cell_area_sq_um": 17.7,
  "timing.hold.ws_ns": 0.00351,
  "synth_cells": 2055,
  "switching_share": 0.224,
  "skew_ns": 0.0172,
  "num-fill-cells": 5329,
  "comb_power_share": 0.124,
  "grt.overflow.total": 0,
  "hold_viol_final": 0,
  "cts_root_buffer": "clkbuf_16",
  "diodes": 0,
  "clk_pin_slew_worst_paths_ns": 0.06,
  "drtPass1Iterations": 4,
  "cts_inserted_buffers": 98,
  "internal-power_mw": 65.2,
  "cpPeakStageDelay_ns": 0.38,
  "p_sw_mw": 18.8,
  "die_width_um": 272,
  "violations": "negative setup slack",
  "fp_util": 0.507,
  "tritoncts": "built",
  "relSlewSlack": 0.543,
  "wirelength_mm": 55.8,
  "grt_setup_unrepaired": "true",
  "min_path_type": "primary input to asynchronous set/reset pin",
  "via_per_inst": 5.02,
  "area_delta_synth_final_pct": 18.0,
  "comb_area_sq_um": 11000,
  "p_per_area_nw_per_um2": 1950,
  "fmax_ghz": 0.658,
  "die_h_um": 272,
  "syn_area_sq_um": 36400,
  "slowest_stage": "dfrtp_1",
  "ant_nets": 0,
  "drtIter0Drc": 617,
  "pwr-share-clk": 0.364,
  "grt_max_degree": 69,
  "topCellsByArea": "dfrtp_1 (67%), mux2_2 (30%), buf_6 (3.0%)",
  "cp_top_family": "flip-flops",
  "drc": 0,
  "ir_worst_vdd_uv": 1470,
  "dpl.hpwl_mm": 33.9,
  "portBuffers": 163,
  "tool_warnings": 27,
  "worst-setup-path-type": "register to primary output",
  "drive_gt1_frac": 0.592,
  "cts.sinks": 973,
  "ys_cells": 2055,
  "grt_pass1_wl_mm": 96.4,
  "grt_antenna_before_repair": 0,
  "yosysTopAreaCell": "dfrtp_1",
  "mostFrequentLayoutCells": "dfrtp_1 (972), mux2_2 (972), buf_4 (157), buf_2 (144), clkbuf_16 (102)",
  "required_ns": 0.96,
  "core_sq_um": 71900,
  "io_pins": 164,
  "ys_seq_share": 0.668,
  "area.sequential_sq_um": 24300,
  "crit_path_end_kind": "primary output",
  "period_minus_slack_ns": 1.52,
  "setup_viol": 145,
  "top_cell_area_share": 0.668,
  "yosys_warnings": 4,
  "tightest_slew_ns": 0.683,
  "ys_ff": 973,
  "crit_chain": "and2_4 -> buf_2",
  "finalCoreUtilization": 0.598,
  "max_cap_viol_count": 0,
  "arrival_ns": 1.28,
  "fin_ws_ns": -0.321,
  "track_usage": 0.167,
  "cts_max_level": 3,
  "clock_path_buffers": 3,
  "drv_slew": 0,
  "via_count": 17400,
  "period_used_share": 1.27,
  "crit_fanout": 2
}
==> per-layer routing <==
metal  vias up  GRT usage  wire length, um
li1       8079          -                -
met1      9004      0.288            26900
met2       171      0.240            25600
met3       100     0.0283             1810
met4         0     0.0355             1380
met5         -          0                0
==> cells in the mapped netlist, drive strengths merged <==
library cell and number:
mux2 972, dfrtp 973, and2 1, buf 108, or2 1
==> layout make-up <==
| type | count | share of cell area |
|---|---|---|
| Clock inverter | 24 | 0.00672 |
| Timing Repair Buffer | 377 | 0.0738 |
| Sequential cell | 973 | 0.566 |
| Multi-Input combinational cell | 974 | 0.255 |
| Clock buffer | 156 | 0.0706 |
| Tap cell | 950 | 0.0276 |
==> kinds of logic (layout without fill, tap and decap cells) <==
| kind of cell | Yosys count | in the layout | share of synthesized area |
|---|---|---|---|
| buf+inv | 108 | 557 | 0.0313 |
| flops | 973 | 973 | 0.668 |
| mux | 972 | 972 | 0.300 |
| simple gates | 2 | 2 | 0.000344 |
==> stage by stage <==
step | power [mW] | setup slack [ns] | instances | setup TNS [ns] | cell area [sq um]
after CTS | 85.3 | -0.377 | 3430 | -61.17 | 42800
after global placement | 53.6 | -0.207 | 3165 | -147.66 | 39500
after floorplan | 49.7 | 0.0780 | 2055 | 0 | 36400
after global routing | 88.6 | -0.388 | 3454 | -35.17 | 43000
after detailed placement | 54.0 | -0.221 | 3165 | -158.56 | 39500
final | 84.0 | -0.321 | 3454 | -23.96 | 43000
==> worst paths after layout <==
check / from / to / slack [ns] / depth (start not counted)
worst max register to register: DFF2.Q[8] / DFF2.Q[8] / 0.19 / 3
worst min-delay path: RST / LB1.DFF[26].genblk1.D_FF_INS.Q[3] / 0.004 / 6
worst max-delay path: valid_ins.valid_inst.DFF[28].genblk1.D_FF_INS.Q / valid_out / -0.32 / 2
worst min register to register: valid_ins.valid_inst.DFF[0].genblk1.D_FF_INS.Q / valid_ins.valid_inst.DFF[0].genblk1.D_FF_INS.Q / 0.47 / 1
min in group clk0: data_valid_in / valid_ins.valid_inst.DFF[4].genblk1.D_FF_INS.Q / 0.14 / 3
max in group asynchronous: RST / LB2.DFF[8].genblk1.D_FF_INS.Q[14] / 0.05 / 8
==> sequential cells by signal (all words and copies together) (netlist names) <==
signal and cells:
DFF5.Q 16, DFF2.Q 16, LB1.DFF.genblk1.D_FF_INS.Q 416, DFF6.Q 16, valid_ins.valid_inst.DFF.genblk1.D_FF_INS.Q 29, DFF1.Q 16, LB2.DFF.genblk1.D_FF_INS.Q 448, DFF7.Q 16
==> tightest hold or removal path: cells and delay by family <==
kind | cells | cell delay [ns]
buffers and inverters | 6 | 0.76
==> power groups by stage <==
| stage | logic [mW] | registers [mW] | clock network [mW] |
|---|---|---|---|
| 4_1_cts | 10.5 | 43.2 | 31.6 |
| 5_1_grt | 11.6 | 44.0 | 33.0 |
| 6_report | 10.4 | 43.0 | 30.6 |
==> repair_timing <==
| item | in CTS | in global routing |
|---|---|---|
| gates resized | 460 | 2 |
| pin swaps | 0 | 0 |
| setup endpoints to repair | 145 | 460 |
| setup buffers | 76 | 20 |
| hold endpoints to repair | 973 | 21 |
| hold buffers | 9 | 4 |
Power figures rest on the tool's default switching activity, not on a simulated workload.
