==> ./design.v <==
module FA(a,b,cin,s,cout);
	output s,cout;
	input cin,a,b;
	wire x,y,z;
	xor(x,a,b); 
	xor(s,x,cin);
	and(y,a,b);
	and(z,cin,x);
	or (cout,y,z);
endmodule
module add10(m0,m1,m2,m3,m4,m5,m6,m7,m8,m9,s);
input [61:0] m0,m1,m2,m3,m4,m5,m6,m7,m8,m9;
output [61:0] s;
wire [61:0] s0,s1,s2,s3,s4,s5,s6,s7,s8,s9,s10,s11,s12,s13,s14,s15,s16,s17,s18,s19,s20,s21,s22,s23,s24;
adder #( .DATA_WIDTH(62) ) add1(.s(s0),.co(),.cin(0),.a(m0),.b(m1));
adder #( .DATA_WIDTH(62) ) add2(.s(s1),.co(),.cin(0),.a(s0),.b(m2));
adder #( .DATA_WIDTH(62) ) add3(.s(s2),.co(),.cin(0),.a(s1),.b(m3));
adder #( .DATA_WIDTH(62) ) add4(.s(s3),.co(),.cin(0),.a(s2),.b(m4));
adder #( .DATA_WIDTH(62) ) add5(.s(s4),.co(),.cin(0),.a(s3),.b(m5));
adder #( .DATA_WIDTH(62) ) add6(.s(s5),.co(),.cin(0),.a(s4),.b(m6));
adder #( .DATA_WIDTH(62) ) add7(.s(s6),.co(),.cin(0),.a(s5),.b(m7));
adder #( .DATA_WIDTH(62) ) add8(.s(s7),.co(),.cin(0),.a(s6),.b(m8));
adder #( .DATA_WIDTH(62) ) add9(.s(s8),.co(),.cin(0),.a(s7),.b(m9));
adder #( .DATA_WIDTH(62) ) add10(.s(s9),.co(),.cin(0),.a(s8),.b(m10));
adder #( .DATA_WIDTH(62) ) add11(.s(s10),.co(),.cin(0),.a(s9),.b(m11));
adder #( .DATA_WIDTH(62) ) add12(.s(s11),.co(),.cin(0),.a(s10),.b(m12));
adder #( .DATA_WIDTH(62) ) add13(.s(s12),.co(),.cin(0),.a(s11),.b(m13));
adder #( .DATA_WIDTH(62) ) add14(.s(s13),.co(),.cin(0),.a(s12),.b(m14));
adder #( .DATA_WIDTH(62) ) add15(.s(s14),.co(),.cin(0),.a(s13),.b(m15));
adder #( .DATA_WIDTH(62) ) add16(.s(s15),.co(),.cin(0),.a(s14),.b(m16));
adder #( .DATA_WIDTH(62) ) add17(.s(s16),.co(),.cin(0),.a(s15),.b(m17));
adder #( .DATA_WIDTH(62) ) add18(.s(s17),.co(),.cin(0),.a(s16),.b(m18));
adder #( .DATA_WIDTH(62) ) add19(.s(s18),.co(),.cin(0),.a(s17),.b(m19));
adder #( .DATA_WIDTH(62) ) add20(.s(s19),.co(),.cin(0),.a(s18),.b(m20));
adder #( .DATA_WIDTH(62) ) add21(.s(s20),.co(),.cin(0),.a(s19),.b(m21));
adder #( .DATA_WIDTH(62) ) add22(.s(s21),.co(),.cin(0),.a(s20),.b(m22));
adder #( .DATA_WIDTH(62) ) add23(.s(s22),.co(),.cin(0),.a(s21),.b(m23));
adder #( .DATA_WIDTH(62) ) add24(.s(s23),.co(),.cin(0),.a(s22),.b(m24));
assign s=s23;
endmodule
module adder #(parameter DATA_WIDTH = 32) (s,co,cin,a,b);  
	output [DATA_WIDTH-1:0] s;
	output co;
	input cin;
	input [DATA_WIDTH-1:0] a,b;
	wire [DATA_WIDTH-1:0] cout;
	assign co = cout[DATA_WIDTH-1];
	genvar i;
	generate
		for(i = 0; i < DATA_WIDTH; i = i+1)
			begin :gen_loop
				if(i == 0) FA ins(a[i],b[i],cin,s[i],cout[i]); 
				else FA ins(a[i],b[i],cout[i-1],s[i],cout[i]);
			end
	endgenerate
endmodule
==> ./run.sh <==
#!/bin/bash
# OpenROAD 26Q1-2900-gdf79404cd8, Yosys 0.63+post, stock flow scripts
make -C /OpenROAD-flow-scripts/flow DESIGN_CONFIG=/design/flow/config.mk WORK_HOME=/design/flow/orfs finish
==> ./config.mk <==
export PLATFORM = sky130hd
export DESIGN_NAME = add10
export DESIGN_NICKNAME = add10
export VERILOG_FILES = /design/flow/design.v
export SDC_FILE = /design/flow/constraint.sdc
export NUM_CORES = 4
export LEC_CHECK = 1
export CORE_AREA = 10 10 380 380
export DIE_AREA = 0 0 390 390
==> ./constraint.sdc <==
current_design add10

set clk_period 53.1
set clk_io_pct 0.2

create_clock -name clk0 -period $clk_period

set non_clock_inputs [all_inputs -no_clocks]
set_input_delay [expr $clk_period * $clk_io_pct] -clock clk0 $non_clock_inputs
set_output_delay [expr $clk_period * $clk_io_pct] -clock clk0 [all_outputs]
==> notes.md <==
The following summarizes the physical implementation.

Status
The flow ran to the end, and the final reports show no timing, DRC or antenna violations.

Yosys
The sequential cell area fraction in the yosys report is 0%. The number of distinct standard cells referenced by the synthesized netlist is 9. The synthesized netlist occupies a cell area of 13000 sq um.

In the post-synthesis netlist, the biggest area contributors are fa_1 (83%), inv_1 (11%), buf_4 (3.6%). The total cell area reported by yosys after synthesis is 13000 sq um. The synthesis report lists the Yosys warning total as 69. The synthesized netlist cell count is 1011. The cell taking the most area after synthesis is fa_1. Each instance of the synthesized netlist takes up on average 12.8 sq um. The cell count listed in synth_stat.txt is 1011. The area share of the leading cell type in the synthesized netlist is 83.3%.

Global routing
The overall routing resource usage is 9.43%. The initial antenna violation count is 25. The overflow left after global routing is 0. Entering global routing, the biggest net connects 2 pins.

The first global-routing pass estimated 93.9 mm of wire. The via count of the first global-routing pass came to 11.4k.

Placement
RePlAce ended its routability-driven mode at a weighted congestion of 0.935. For this run the detailed placement stage logged an HPWL of 71.9 mm. The port buffer count is 681. Setup slack on the worst path after placement came out at -0.791 ns.

Worst hold path
The class of the tightest hold or removal check is primary input to primary output.

Job
The logs give a warning total of 32. Across the run, the number of max-cap violations was 0.

Floorplan
The vertical die dimension is 390 um. The total die size is 152000 sq um. Per the OpenROAD floorplan log, the width of the die is 390 um.

At the floorplan stage, the core utilization is reported as 9.56%. The number of primary I/O pins is 682. The total area inside the core boundary comes to 136000 sq um. The number of rows in the core area is 135.

Final timing
The number of hold-slack violations in the final timing report is 0. The slew at the pin closest to its max-slew limit is 0.498 ns. The final critical path takes up 98.2% of the cycle. After layout, the minimum clock period comes to 52.16 ns. Endpoints with negative setup slack in the final report add up to 0. The slack of the critical path is 0.937 ns. The highest clock rate this design can be run at is 0.0192 GHz. Checking max transition, the worst relative margin is 66.7%. The final timing report lists a max-slew violation count of 0. The most critical hold endpoint after final layout shows a slack of 22.31 ns.

Worst setup path
The critical setup path kind is primary input to primary output. The worst setup path is captured at a primary output. The required time at the endpoint of the critical path is 42.48 ns. The longest incremental delay of any stage on the critical path is reported as 0.82 ns. STA classifies the critical path startpoint as a primary input. Per the STA report, the cell with the highest stage delay on the worst path is fa_2. The timing report shows the most common cell along the critical path to be fa_1. Data on the critical path arrives at its endpoint at 41.54 ns.

Per the post-run analysis, buffers plus inverters along the critical path come to 7. The critical path maximum fanout is 1. The dominant delay contributor by cell family on the critical path is adder cells.

Routing
The routed design has 71.5 mm of wire. The number of DRC violations after detailed routing is 0. The total via count in the routed design is 9172. The via count normalized by instance count is 2.66. The number of routed nets with antenna violations is 0.

The first detailed-routing pass took 4 iterations. For this block, the initial DRC count from the detailed router was 117. After detailed routing, the average wire length per cell comes to 20.7 um.

Cells and area
In the final layout, the clock buffer count is 0. The sequential cell area in the final layout is 0 sq um. The fraction of final layout cells sized beyond drive strength 1 is 3.01%.

The total of fill cells in the finished design is 15.2k. The area growth from synthesis to final layout is 69.3%. The design has 0 sequential cells.

Clocking
The hold-fix buffer count after cts is 0.
-- timing repair --
action | 4_1_cts | 5_1_grt
resized | 9 | 11
endpoints found under the setup margin | 2 | 1
buffers inserted | 0 | 0
pin swaps | 1 | 6
-- cell families after synthesis --
family	Yosys count	share of synthesized area [%]
fa+ha+maj	548	84.1
simple gates	1	0.0289
other cells	1	0.0289
xor+xnor	17	1.25
buf+inv	444	14.6
-- final timing paths --
check   start    end  depth (start not counted)
max     m1[0]  s[61]                         79
min    m9[18]  s[18]                          5
-- placed cells by master, fill, tap and decap left out --
cell type        Yosys  layout
fa_2                 0      18
inv_2                0       2
conb_1               1       1
xor2_1               1       1
nand2_1              1       1
buf_4               62      20
diode_2              0       9
ha_1                 8       8
buf_12               0      10
xnor3_1              1       1
inv_1              382     380
xnor2_1             15      15
clkdlybuf4s50_1      0     681
fa_1               540     522
-- final cells by class --
cell class | count | area [sq um] | area share (%)
antenna | 9 | 22.5 | 0.102
timing repair buffer | 711 | 7170 | 32.6
tap | 1781 | 2230 | 10.1
inverter | 382 | 1430 | 6.52
multi-input combinational | 567 | 11100 | 50.6
-- worst min-delay path, stage by stage --
cell,delay (ns)
clkdlybuf4s50_1,0.40
inv_1,0.08
fa_1,0.16
inv_1,0.03
clkdlybuf4s50_1,0.40
-- per-layer routing --
layer  vias up  global-route usage [%]  part of all wire (%)
met4        24                   0.865                  0.73
met5         -                       0                  0.22
li1       3909                       -                     -
met1      4582                    8.83                    30
met3        48                    5.45                    14
met2       609                    18.0                    55
-- per-stage QoR --
step | cells | TNS [ns] | instance area [sq um] | utilization [%]
floorplan | 1011 | 0 | 13000 | -
global placement | 3441 | -0.910 | 21900 | 16.1
detailed placement | 3441 | -0.992 | 21900 | 16.1
CTS | 3441 | 0 | 21900 | 16.1
global route | 3445 | -0.00172 | 22000 | 16.2
finish | 3450 | 0 | 22000 | 16.2
-- cells in the mapped netlist --
cell and n:
buf_4 62, conb_1 1, xnor2_1 15, nand2_1 1, ha_1 8, xnor3_1 1, xor2_1 1, inv_1 382
fa_1 540
